==> flow/design.v <==
module EX_MEM (
    input wire clk,
    input wire rst_n,
    input wire [31:0] alu_result_in,
    input wire [31:0] rs2_data_in,
    input wire [4:0] rd_in,
    input wire mem_read_in,
    input wire mem_write_in,
    input wire reg_write_in,
    input wire mem_to_reg_in,
    output reg [31:0] alu_result_out,
    output reg [31:0] rs2_data_out,
    output reg [4:0] rd_out,
    output reg mem_read_out,
    output reg mem_write_out,
    output reg reg_write_out,
    output reg mem_to_reg_out
);
    always @(posedge clk or negedge rst_n) begin
        if (!rst_n) begin
            alu_result_out <= 32'b0;
            rs2_data_out <= 32'b0;
            rd_out <= 5'b0;
            mem_read_out <= 1'b0;
            mem_write_out <= 1'b0;
            reg_write_out <= 1'b0;
            mem_to_reg_out <= 1'b0;
        end else begin
            alu_result_out <= alu_result_in;
            rs2_data_out <= rs2_data_in;
            rd_out <= rd_in;
            mem_read_out <= mem_read_in;
            mem_write_out <= mem_write_in;
            reg_write_out <= reg_write_in;
            mem_to_reg_out <= mem_to_reg_in;
        end
    end
endmodule
==> flow/run.sh <==
#!/bin/bash
# OpenROAD 26Q1-2900-gdf79404cd8, Yosys 0.63+post, stock flow scripts
make -C /OpenROAD-flow-scripts/flow DESIGN_CONFIG=/design/flow/config.mk WORK_HOME=/design/flow/orfs finish
==> flow/config.mk <==
export PLATFORM = sky130hd
export DESIGN_NAME = EX_MEM
export DESIGN_NICKNAME = EX_MEM
export VERILOG_FILES = /design/flow/design.v
export SDC_FILE = /design/flow/constraint.sdc
export NUM_CORES = 4
export LEC_CHECK = 1
export CORE_UTILIZATION = 40
==> flow/constraint.sdc <==
current_design EX_MEM

set clk_period 1.0
set clk_io_pct 0.2

create_clock -name clk0 -period $clk_period [get_ports {clk}]

set non_clock_inputs [all_inputs -no_clocks]
set_input_delay [expr $clk_period * $clk_io_pct] -clock clk0 $non_clock_inputs
set_output_delay [expr $clk_period * $clk_io_pct] -clock clk0 [all_outputs]
==> qor.txt <==
Antenna viol nets, final: 0
Failing checks: negative hold slack, negative setup slack
Global-route wire length before repair: 7220 um
Row Count: 24
ANT cells: 0
WP data required: 0.80 ns
Fin. Hold Viols: 73
# H-tree levels: 3
RSZ-0062 raised after global routing: yes
Max Cap Violations: 0
Placer's final routability congestion estimate: 0.713
Maximum clock rate: 953 MHz
Area post-placement: 0.00338 sq mm
Filler cell count in the final layout: 311
Sequential element share of the synthesized area: 100%
Max VDD drop: 1150 uV
Max incr delay on CP: 0.39 ns
DRT Wirelength: 4620 um
Routed wire length on met2: 2320 um
Log Warnings: 30
Die height: 69.6 um
Pwr/cell area: 1690 mW/mm^2
Worst Hold Slack: -0.105 ns
Fp util: 41.7%
Rel. slew slack: 76.3%
Cell family with most CP delay: flip-flops
Final Cycle Share: 105%
Crit Path Class: flip-flop to output port
DR top layer: met4
Worst path bufs/invs: 1
Leak Pwr: 1.51 nW
Total Neg Setup Slack: -0.142 ns
Total power: 5.31 mW
Chip area: 0.00484 sq mm
Max-slew violations: 0
Endpoint class of the critical path: output port
Via count: 1230
Final WS setup: -0.0495 ns
DRT iter0 DRCs: 20
Crit path DAT: 0.85 ns
Status: finished, violations left
YS warnings: 1
Crit Path Max Fanout: 1
# Post-CTS Setup Buffers: 0
Minimum clock period after layout: 1.05 ns
Total global-route track usage: 21.7%
Synth Instances: 73
Mapped Area: 0.00183 sq mm
Via/cell ratio: 4.32
DRT Pass-1 Iters: 2
Fin area: 0.00315 sq mm
Critical path's slowest cell: dfrtp_1
Initial antenna violation count: 0
Final setup viols: 11
WL per Instance: 16.2 um
Share of layout cells above drive strength 1: 36.9%
CTS tree: done
Met3 routed WL: 684 um
HP Class: primary input to async pin
Largest net degree at the start of global routing: 74
Ys flops: 73
CTS Buf Count: 9
Worst slew pin tran: 0.356 ns
Layout area overhead: 72.5%
Combinational gate area: 0 sq um
Number of cells in Yosys stat: 73
Vias in the first global route: 1392
Clock-pin slew on the worst setup and hold paths: 0.06 ns
Clock tree buffer depth: 2
YS chip area: 0.00183 sq mm
Avg Cell Area, Syn: 25.0 sq um
I/O pins: 148
DRC viols: 0
Combinational gates: 0
Grt total ovfl: 0
Metal-1 WL: 1540 um
Port buffer count: 147
Setup crit start kind: flip-flop
Yosys cell types: 1
Num Clock Sinks: 73
DIE WIDTH: 69.6 um
Worst path cell trace: buf_2
Root Buffer: clkbuf_8
Core area: 0.00438 sq mm
## per-stage QoR
| step | utilization [%] | hold slack, ns | setup slack, ns | instances |
|---|---|---|---|---|
| after floorplan | - | -0.0956 | 0.488 | 73 |
| after global placement | 77.1 | 0.244 | -0.00473 | 273 |
| after detailed placement | 77.1 | 0.251 | -0.00859 | 273 |
| after CTS | 71.9 | -0.108 | -0.0583 | 285 |
| after global routing | 71.9 | -0.0970 | -0.0918 | 285 |
| final | 71.9 | -0.105 | -0.0495 | 285 |
## registers in the layout, indices dropped and copies added (netlist names)
name            cells
rd_out              5
rs2_data_out       32
alu_result_out     32
mem_to_reg_out      1
reg_write_out       1
mem_read_out        1
mem_write_out       1
## placed cells by master, fill, tap and decap left out, drive strengths merged
cell type      synthesis  layout
clkdlybuf4s50          0      73
buf                    0      75
dfrtp                 73      73
clkinv                 0       2
clkbuf                 0      10
## metal layers
metal,global-route usage [%],up-vias
li1,-,537
met1,28.4,589
met2,33.8,98
met3,13.0,6
met4,3.17,0
met5,0,-
## timing repair
item,4_1_cts,5_1_grt
endpoints found under the hold margin,73,73
pin swaps,0,0
gates resized,223,0
endpoints found under the setup margin,73,73
## kinds of logic (layout without fill, tap and decap cells)
| family | Yosys count | in the layout | synth area share, % |
|---|---|---|---|
| buffers and inverters | 0 | 160 | 0 |
| DFF | 73 | 73 | 100 |
## worst paths after layout
| kind | from | to | slack (ns) | depth (start not counted) |
|---|---|---|---|---|
| min in group clk0 | rs2_data_in[0] | rs2_data_out[0] | 0.31 | 1 |
| max | alu_result_out[3] | alu_result_out[3] | -0.05 | 1 |
| min | rst_n | alu_result_out[22] | -0.10 | 2 |
| max in group asynchronous | rst_n | rs2_data_out[18] | 0.83 | 2 |
## cells in the mapped netlist
cell | number | area share (%)
dfrtp_1 | 73 | 100
## report_power, final
group	internal (mW)	total [mW]	switching (mW)
logic	0.349	0.466	0.117
clock network	0.835	1.70	0.869
registers	3.10	3.14	0.0373
## cell type report
cell class / instances / area (sq um) / area share [%]
Clock buffer: 10 / 128 / 4.05
Clock inverter: 2 / 10.0 / 0.318
Sequential cell: 73 / 1830 / 58.0
Tap cell: 52 / 65.1 / 2.07
Timing Repair Buffer: 148 / 1120 / 35.6
Power and IR drop assume default switching activity.
