==> ./constraint.sdc <==
current_design ID_EX

set clk_period 1.0
set clk_io_pct 0.2

create_clock -name clk0 -period $clk_period [get_ports {clk}]

set non_clock_inputs [all_inputs -no_clocks]
set_input_delay [expr $clk_period * $clk_io_pct] -clock clk0 $non_clock_inputs
set_output_delay [expr $clk_period * $clk_io_pct] -clock clk0 [all_outputs]
==> ./config.mk <==
export PLATFORM = sky130hd
export DESIGN_NAME = ID_EX
export DESIGN_NICKNAME = ID_EX
export VERILOG_FILES = /design/flow/design.v
export SDC_FILE = /design/flow/constraint.sdc
export NUM_CORES = 4
export LEC_CHECK = 1
export CORE_AREA = 10 10 205 205
export DIE_AREA = 0 0 215 215
==> ./run.sh <==
#!/bin/bash
# OpenROAD 26Q1-2900-gdf79404cd8, Yosys 0.63+post, stock flow scripts
make -C /OpenROAD-flow-scripts/flow DESIGN_CONFIG=/design/flow/config.mk WORK_HOME=/design/flow/orfs finish
==> ./design.v <==
module ID_EX (
    input wire clk,
    input wire rst_n,
    input wire [31:0] pc_in,
    input wire [31:0] rs1_data_in,
    input wire [31:0] rs2_data_in,
    input wire [31:0] imm_in,
    input wire [4:0] rs1_in,
    input wire [4:0] rs2_in,
    input wire [4:0] rd_in,
    input wire [1:0] alu_op_in,
    input wire mem_read_in,
    input wire mem_write_in,
    input wire reg_write_in,
    input wire alu_src_in,
    input wire branch_in,
    input wire mem_to_reg_in,
    output reg [31:0] pc_out,
    output reg [31:0] rs1_data_out,
    output reg [31:0] rs2_data_out,
    output reg [31:0] imm_out,
    output reg [4:0] rs1_out,
    output reg [4:0] rs2_out,
    output reg [4:0] rd_out,
    output reg [1:0] alu_op_out,
    output reg mem_read_out,
    output reg mem_write_out,
    output reg reg_write_out,
    output reg alu_src_out,
    output reg branch_out,
    output reg mem_to_reg_out
);
    always @(posedge clk or negedge rst_n) begin
        if (!rst_n) begin
            pc_out <= 32'b0;
            rs1_data_out <= 32'b0;
            rs2_data_out <= 32'b0;
            imm_out <= 32'b0;
            rs1_out <= 5'b0;
            rs2_out <= 5'b0;
            rd_out <= 5'b0;
            alu_op_out <= 2'b0;
            mem_read_out <= 1'b0;
            mem_write_out <= 1'b0;
            reg_write_out <= 1'b0;
            alu_src_out <= 1'b0;
            branch_out <= 1'b0;
            mem_to_reg_out <= 1'b0;
        end else begin
            pc_out <= pc_in;
            rs1_data_out <= rs1_data_in;
            rs2_data_out <= rs2_data_in;
            imm_out <= imm_in;
            rs1_out <= rs1_in;
            rs2_out <= rs2_in;
            rd_out <= rd_in;
            alu_op_out <= alu_op_in;
            mem_read_out <= mem_read_in;
            mem_write_out <= mem_write_in;
            reg_write_out <= reg_write_in;
            alu_src_out <= alu_src_in;
            branch_out <= branch_in;
            mem_to_reg_out <= mem_to_reg_in;
        end
    end
endmodule
==> results.yml <==
# flow metrics
critical_path:
  crit_family: "flip-flops"
  criticalPathCategory: "reg2out"
  worst-path-buf-inv: 1
  start_kind: "register"
  cpPeakStageDelay_ns: 0.41
  crit_fanout: 1
  slowest_stage: "dfrtp_1"
  arrival_ns: 0.97
  path_cells: "buf_2"
  crit_required_ns: 0.80
  worstSetupEndpointType: "output port"
global_route:
  antenna_found_initial: 13
  grt_max_degree: 42
  grt_pass1_wl_um: 23770
  overflow: 0
  grt_use_total_pct: 7.280
  grt_pass1_vias: 3059
floorplan:
  fp.dieW_um: 215
  core-area_mm2: 0.03758
  initCoreUtil_pct: 10.06
  ios: 304
  placementRows: 71
  die_area_mm2: 0.04623
  die_h_um: 215
cells_and_area:
  multiInputGateArea_um2: 0
  seq_area_mm2: 0.003779
  fillers: 4085
  final_cells: 1009
  area_growth_syn_to_layout_pct: 97.55
  drive_gt1_share_pct: 38.18
  comb_cells: 0
cts:
  cts_tree: "done"
  clk_path_buf_depth: 2
  htreeDepth: 4
  cts_made_buffers: 17
  path_clk_slew_ns: 0.07
  cts.sinks: 151
  postCtsSetupBuffers: 0
  cts-root-buf: "clkbuf_16"
yosys:
  yosys_warnings: 1
  synthCells: 151
  topCellsByArea: "dfrtp_1 (100%)"
  synth_cell_types: 1
  synth-area-yosys_mm2: 0.003779
  synth.top_cell.area_share_pct: 100.0
  largest_area_cell: "dfrtp_1"
  ys_cells: 151
  ys_seq_share_pct: 100.0
  numSynthFlops: 151
  synth_area_mm2: 0.003779
  synth_area_per_cell_um2: 25.02
detailed_routing:
  via_per_inst: 2.591
  drt-pass1-iter-count: 4
  routedWlPerCell_um: 16.75
  vias: 2614
  drc: 0
  routed_wl_um: 16900
  first_iter_violations: 50
  antenna_left: 0
sta:
  final_max_slew_viol_count: 0
  fin_crit_ns: 1.166
  finalHoldViolCount: 0
  finalSetupViolations: 151
  setup_ws_ns: -0.1662
  worstMarginPinSlew_ns: 0.2494
  fmax_ghz: 0.8575
  relSlewSlack_pct: 83.32
  rsz0062_at_grt: "true"
  finalCritPeriodShare_pct: 116.6
power_and_ir_drop:
  swShare_pct: 21.21
  pwr-share-comb_pct: 7.5
  p_per_area_mw_per_mm2: 1943
  p_leak_nw: 3.315
  p_int_w: 0.01143
  p_clk_share_pct: 47.8
  ir_drop_uv: 1154
  p_switching_w: 0.003076
  seqPwrFrac_pct: 44.7
status:
  outcome: "complete, but fails checks"
  failed_checks: "setup timing"
job:
  drv_cap: 0
  warning_count: 28
placement:
  post-place-ws_ns: -0.06148
  dp.cells: 971
  dpl.hpwl_um: 13610
  port_buffers: 303
  gp_congestion: 0.7793
hold_path:
  hold_depth: 1
  worstHoldEndpoint: "rs2_data_out[5]"
  min_from: "rs2_data_in[5]"
  hold_class: "in2reg"
## cells in the mapped netlist (all sizes together)
cell / n
dfrtp: 151
## power groups by stage
stage / Clock, W / Combinational [W] / Sequential [W]
final: 0.00693 / 0.00109 / 0.00648
after CTS: 0.00725 / 0.00113 / 0.00648
after global routing: 0.00750 / 0.00120 / 0.00651
## through the flow
stage	setup TNS (ns)	area, µm²	total power [W]	hold WS, ns	utilization [%]
6_report	-15.18	7465	0.01450	0.1947	19.86
5_1_grt	-24.78	7457	0.01522	0.1541	19.84
4_1_cts	-21.60	7437	0.01486	-0.2421	19.79
3_5_place_dp	-0.2250	7522	0.008013	0.1045	20.02
3_3_place_gp	-0.1718	7522	0.008006	0.1060	20.02
2_1_floorplan	0	3779	0.006521	-0.09559	-
## per-layer routing
| layer | track usage (%) | wire (µm) | up-vias |
|---|---|---|---|
| li1 | - | - | 1138 |
| met1 | 9.249 | 7286 | 1247 |
| met2 | 9.287 | 6535 | 206 |
| met3 | 5.991 | 2664 | 17 |
| met4 | 1.572 | 374 | 6 |
| met5 | 0 | 36 | - |
## flip-flops by register name (all words and copies together) (netlist names)
signal / count
alu_op_out: 2
rd_out: 5
rs2_out: 5
branch_out: 1
mem_read_out: 1
rs1_data_out: 32
rs2_data_out: 32
mem_write_out: 1
pc_out: 32
rs1_out: 5
imm_out: 32
reg_write_out: 1
mem_to_reg_out: 1
alu_src_out: 1
## area by class of cell
class | instances | area share (%)
antenna | 3 | 0.1006
clock buffer | 21 | 6.034
sequential | 151 | 50.62
timing repair buffer | 313 | 32.40
tap | 511 | 8.565
clock inverter | 10 | 2.280
## cell families after synthesis
kind of cell	share of synthesized area [%]
flip-flops	100.0
## placed cells by master, fill, tap and decap left out
cell	n
inv_6	1
buf_4	4
clkinv_4	3
diode_2	3
buf_12	5
clkbuf_16	17
dlygate4sd3_1	1
clkdlybuf4s50_1	151
dfrtp_1	151
bufinv_16	4
buf_2	151
clkbuf_1	3
buf_6	1
clkinvlp_4	2
clkbuf_8	1
## repair_timing
item                                   CTS  global route
setup endpoints to repair              151           165
endpoints found under the hold margin  151            33
gates resized                          480             0
## worst max path at each step
stage                       from          to  slack, ns  depth (start not counted)
after global routing  rs2_out[3]  rs2_out[3]      -0.21                          1
after CTS             rs2_out[3]  rs2_out[3]      -0.21                          1
final                 rs2_out[3]  rs2_out[3]      -0.17                          1
No activity file was given, so power comes from the tool's default toggle rates.
