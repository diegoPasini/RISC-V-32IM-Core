File: flow/run.sh
#!/bin/bash
# OpenROAD 26Q1-2900-gdf79404cd8, Yosys 0.63+post, stock flow scripts
make -C /OpenROAD-flow-scripts/flow DESIGN_CONFIG=/design/flow/config.mk WORK_HOME=/design/flow/orfs finish
File: flow/config.mk
export PLATFORM = sky130hd
export DESIGN_NAME = MEM_WB
export DESIGN_NICKNAME = MEM_WB
export VERILOG_FILES = /design/flow/design.v
export SDC_FILE = /design/flow/constraint.sdc
export NUM_CORES = 4
export LEC_CHECK = 1
export CORE_UTILIZATION = 30
File: flow/constraint.sdc
current_design MEM_WB

set clk_period 1.0
set clk_io_pct 0.2

create_clock -name clk0 -period $clk_period [get_ports {clk}]

set non_clock_inputs [all_inputs -no_clocks]
set_input_delay [expr $clk_period * $clk_io_pct] -clock clk0 $non_clock_inputs
set_output_delay [expr $clk_period * $clk_io_pct] -clock clk0 [all_outputs]
File: flow/design.v
module MEM_WB (
    input wire clk,
    input wire rst_n,
    input wire [31:0] mem_data_in,
    input wire [31:0] alu_result_in,
    input wire [4:0] rd_in,
    input wire reg_write_in,
    input wire mem_to_reg_in,
    output reg [31:0] mem_data_out,
    output reg [31:0] alu_result_out,
    output reg [4:0] rd_out,
    output reg reg_write_out,
    output reg mem_to_reg_out
);
    always @(posedge clk or negedge rst_n) begin
        if (!rst_n) begin
            mem_data_out <= 32'b0;
            alu_result_out <= 32'b0;
            rd_out <= 5'b0;
            reg_write_out <= 1'b0;
            mem_to_reg_out <= 1'b0;
        end else begin
            mem_data_out <= mem_data_in;
            alu_result_out <= alu_result_in;
            rd_out <= rd_in;
            reg_write_out <= reg_write_in;
            mem_to_reg_out <= mem_to_reg_in;
        end
    end
endmodule
==> changes_impl.md <==
### Metrics

* Outcome: finished, violations left
* Violations in the final reports: negative hold slack, negative setup slack
* Wire length of the first global-routing pass at 6000 um
* Proportion of power drawn by combinational gates at 0.082
* Peak supply drop at roughly 1000 uV
* Pins over their slew limit at 0
* Hold Path Class: input port to async pin
* CTS tree: yes
* Number of distinct library cell variants in the gate-level netlist after synthesis at 1
* Setup repair after global routing missed its margin: true
* Chip area estimate from yosys synthesis at roughly 1800 um2
* Largest stage delay, worst path at between 300 and 400 ps
* Final weighted congestion in routability-driven placement at around 0.77
* Share of the core filled with cells in the final layout at 0.557
* Worst-case headroom to the max-slew limit at 0.761
* Wirelength per Cell at ~13 um
* Sequential fraction of design power at 0.557
* Commonest non-fill, non-tap cell in the layout: sky130_fd_sc_hd__buf_2
* Hold Fails Final Rpt at between 70 and 80
* Clock transition at the register clock pins on the worst setup and hold paths after CTS at 60 ps
* Post-Route Hold Slack at -116 ps
* Placed instance count at ~290
* Sequential area share after synthesis at 1.00
* Effective utilization at floorplan at 0.317
* Diode count at 0
* Setup slack after layout at -11.6 ps
* Count of buffer and inverter cells on the critical path at 1
* Met2 routed wirelength at about 2000 um
* Post-layout min period at 1010 ps
* Number of multi-input combinational cells at 0
* Total iterations of the first detailed-routing run at 3
* Final setup violation count at 4
* Overall fraction of global-route tracks in use at 0.137
* Antenna violations before repair at 0
* Initial DRC Count at 16
* Clk Tree Root Cell: sky130_fd_sc_hd__clkbuf_8
* Startpoint-to-endpoint class of the critical path: register to output port
* Number of I/O port buffers at between 100 and 150
* Cell with the biggest individual delay on the critical path: sky130_fd_sc_hd__dfrtp_1
* Highest-count cells in the layout ignoring fill and taps: sky130_fd_sc_hd__buf_2, sky130_fd_sc_hd__dfrtp_1, sky130_fd_sc_hd__clkdlybuf4s50_1
* Antenna Nets Post-Route at 0
* Share of total power consumed by net switching at 0.184
* Max-cap viol count at 0
* Net switching power at 1.01 mW
* Number of global-route vias before repair at ~1,200
* Top routing layer in use: met4
* Data arrival time of the worst path at 810 ps
* Total grt overflow at 0
* Remaining routing DRC violations at 0
* Post-Syn Area per Cell at roughly 25 um2
* Cell count in the Yosys report at just over 70
* Layout cells sized above 1 at 0.368
* Clock H-tree levels at 3
* Post-synthesis sequential element count at between 70 and 80
* Crit path max-delay family: flip-flops
* Standard-cell row count at 27
* Overall routed net length at roughly 4000 um
* WL met1 at ~1400 um
* Total die area at slightly above 6000 um2
* Longest Clk Path Bufs at 2
* Critical path peak fanout at 1
* Static leakage at 1.48 nW
* Count of mapped cells out of synthesis at between 70 and 80
* Peak clock frequency supported by timing at ~990 MHz
* Num ports at between 100 and 150
* Sinks on Clock Net at 71
* Critical path cell sequence: buf_2
* Kind of launch point of the worst setup path: register
* Kind of capture point of the worst setup path: output port
* Pin count of the biggest net entering global routing at about 70
* Required time at the endpoint of the critical path at ~800 ps
* Routed wl met3 at around 450 um
* Combined area of all synthesized cells at ~1800 um2
* Clock power share at 0.361
* Die X at 79.0 um
* Total tool warning count at 29
* Final Cycle Share at 1.01
* Core area at between 5000 and 6000 um2
* Slew @ Worst Pin at about 360 ps
* Vertical die dimension at about 79 um
* Total CTS buffers at 9
* Syn. warnings at 1
* Layout overhead on the synthesized area at 75.8%
* Postcts setup bufs at 0
* Total via count after detailed routing at 1,158
* Post-layout instance count excluding filler cells at approximately 300
* Comb. cell area at 0 um2
* Via-per-instance ratio at 3.86
* Pwr per Cell Area at 1750 nW/um2
* Internal Dissipation at around 4.5 mW
## synthesized netlist by cell type
cell                      instances  area [um2]
sky130_fd_sc_hd__dfrtp_1         71        1780
## power by group through the flow
stage	logic [mW]	clock network (mW)	registers, mW
after global routing	0.494	2.20	3.06
after CTS	0.464	2.06	3.05
final	0.449	1.98	3.05
## metrics by stage
stage | power (mW) | TNS, ps | hold WS, ps | instance area [um2] | setup slack, ps
final | 5.47 | -19.2 | -116 | 3120 | -11.6
after global placement | 3.70 | -1.28 | 249 | 3310 | -1.28
after global routing | 5.75 | -2220 | -111 | 3120 | -61.8
after CTS | 5.57 | -621 | -94.3 | 3120 | -40.6
after detailed placement | 3.71 | -14.9 | 261 | 3310 | -14.9
after floorplan | 3.07 | 0 | -95.6 | 1780 | 488
## routing by layer
layer	track usage	up-vias
met5	0	-
met4	0.0345	0
met3	0.0723	12
met2	0.214	71
met1	0.172	552
li1	-	523
## timing repair
action | 4_1_cts | 5_1_grt
resized | 215 | 0
endpoints found under the setup margin | 71 | 71
hold endpoints to repair | 71 | 71
## worst paths after layout
path | start | endpoint | cells after the start
setup / recovery | alu_result_out[20] | alu_result_out[20] | 1
hold / removal | rst_n | mem_data_out[23] | 2
max in group asynchronous | rst_n | rd_out[1] | 2
min in group clk0 | alu_result_in[15] | alu_result_out[15] | 1
## final cells by class
type,instances,area [um2]
Fill cell,482,2480
Tap cell,72,90.1
Clock buffer,11,131
Timing Repair Buffer,144,1090
Sequential cell,71,1780
Clock inverter,2,35.0
## cells by family (layout without fill, tap and decap cells)
| family | Yosys count | in the layout | share of synthesized area |
|---|---|---|---|
| buffers and inverters | 0 | 157 | 0 |
| DFF | 71 | 71 | 1.00 |
## sequential cells by signal (all words and copies together) (netlist names)
name	flops
mem_data_out	32
rd_out	5
alu_result_out	32
mem_to_reg_out	1
reg_write_out	1
Power is estimated from default activity; no workload was simulated.
